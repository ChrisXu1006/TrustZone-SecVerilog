**flow/config.mk**
```make
export PLATFORM = sky130hd
export DESIGN_NAME = plab1_imul_CountZeros
export DESIGN_NICKNAME = plab1_imul_CountZeros
export VERILOG_FILES = /design/flow/design.v
export SDC_FILE = /design/flow/constraint.sdc
export NUM_CORES = 4
export LEC_CHECK = 1
export CORE_AREA = 10 10 70 70
export DIE_AREA = 0 0 80 80
```
**flow/constraint.sdc**
```tcl
current_design plab1_imul_CountZeros

set clk_period 3.2
set clk_io_pct 0.2

create_clock -name clk0 -period $clk_period

set non_clock_inputs [all_inputs -no_clocks]
set_input_delay [expr $clk_period * $clk_io_pct] -clock clk0 $non_clock_inputs
set_output_delay [expr $clk_period * $clk_io_pct] -clock clk0 [all_outputs]
```
**flow/design.v**
```verilog
module plab1_imul_CountZeros
(
 input      [7:0] to_be_counted,
 output reg [3:0] count
);
  always @ (*) begin
    if (to_be_counted[0])
      count = 0;
    else if (to_be_counted[1])
      count = 1;
    else if (to_be_counted[2])
      count = 2;
    else if (to_be_counted[3])
      count = 3;
    else if (to_be_counted[4])
      count = 4;
    else if (to_be_counted[5])
      count = 5;
    else if (to_be_counted[6])
      count = 6;
    else if (to_be_counted[7])
      count = 7;
    else if (to_be_counted == 0)
      count = 8;
  end
endmodule
```
**flow/run.sh**
```bash
#!/bin/bash
# OpenROAD 26Q1-2900-gdf79404cd8, Yosys 0.63+post, stock flow scripts
make -C /OpenROAD-flow-scripts/flow DESIGN_CONFIG=/design/flow/config.mk WORK_HOME=/design/flow/orfs finish
```
==> impl_metrics.ini <==
; generated from flow reports
[yosys]
top_area_cell = dlxtn_1
syn_area_per_cell_um2 = 7.90
ys_types = 13
synth_warnings = 1
netlist_instances = 19
numSynthFlops = 4
ys_cells = 19
syn_area_um2 = 150
yosysChipArea_um2 = 150
top_cell_area_share_pct = 40.0
area_leaders = dlxtn_1 (40%), o41ai_2 (11%), nor2_1 (7.5%)

[power_and_ir_drop]
power_density_nw_per_um2 = 73.4
total_leakage_power_nw = 0.126
peakVddDrop_mv = 0.0288

[flow_run]
warnings = 32
maxCapViolCount = 0

[sta]
setup_viol = 0
untimed_endpoints = 4
max_freq_mhz = 343
fin_tns_setup_ns = 0
rsz0062_at_grt = no
min_period_ns = 2.92
hold_viol = 0
finalCritPeriodShare_pct = 91.2
unclocked_pins = 4
drv_slew = 0

[final_layout]
area_growth_pct = 126
drive_above_1_share_pct = 5.88
largest_reg_flops = 4
layout.cells.non_filler = 80
postLayoutCoreUtil_pct = 9.93

[floorplan]
fp.coreArea_um2 = 3420
fp-utilization_pct = 4.40
ioPinCount = 12
die_h_um = 80
die_area_um2 = 6400
rows = 21
die_width_um = 80

[worst_setup_path]
worst-setup-path-type = input pin to output pin
crit_fanout = 3
arrival_ns = 2.28
cpPeakStageDelay_ns = 0.46
path_common_cell = clkdlybuf4s50_1
setup.worst_path.end_class = output pin
slowest_stage = clkdlybuf4s50_1
startpoint = to_be_counted[2]
crit_chain = clkdlybuf4s50_1, nor2_1, and4_1, dlxtn_1, clkdlybuf4s50_1
cp.required_ns = 2.56
endpoint = count[3]
cp-start-kind = input pin

[placement]
port_buffers = 12
gp_congestion = 0.640
place_inst = 80
dp_hpwl_um = 406

[route]
first_pass_iters = 1
wl_met3_um = 50
drt-initial-drc-count = 0
ant_nets = 0
antenna_cells = 0
remaining_drc_errors = 0
vias_per_cell = 2.08
routed_wl_um = 421
routedWlPerCell_um = 5.26
top_layer = met3
wl_met1_um = 191
wl_met2_um = 178
vias = 166

[grt]
grt_pass1_wl_um = 655
grt-ovfl-total = 0
grt_usage_pct = 1.20
grt_max_degree = 4
grt_antenna_before_repair = 0
grt_pass1_vias = 165

[cts]
cts_resized = 0
cts_setup_buffers = 0
hold_buffers = 0

[outcome]
status = finished clean
[critical path, delay by kind of cell]
family / cells / cell delay (ns)
buf+inv: 2 / 0.91
latches: 1 / 0.33
simple gates: 2 / 0.41
[Yosys cell counts]
cell type,n
inv_1,1
o41ai_2,1
and4_1,1
a21oi_1,2
o21bai_1,1
nor2_2,1
o21ai_1,1
dlxtn_1,4
nor2_1,3
nand2_1,1
nor2b_1,1
conb_1,1
a21boi_1,1
[through the flow]
| stage | total power, mW | setup WS [ns] | instance area [um^2] |
|---|---|---|---|
| floorplan | 0.00974 | 1.30 | 161 |
| global placement | 0.0251 | 0.255 | 339 |
| detailed placement | 0.0252 | 0.242 | 339 |
| CTS | 0.0254 | 0.239 | 339 |
| global route | 0.0273 | 0.157 | 339 |
| finish | 0.0249 | 0.283 | 339 |
[per-layer routing]
layer	global-route usage (%)	vias to the layer above
met2	2.09	9
met4	0	0
met3	0.682	0
met5	0	-
met1	1.32	65
li1	-	92
[placed cells by master, fill, tap and decap left out]
cell type	Yosys	routed
nor2_1	3	3
inv_1	1	1
nor2b_1	1	1
o21bai_1	1	1
dlxtn_1	4	4
nor2_2	1	1
o21ai_1	1	1
a21oi_1	2	2
and4_1	1	1
a21boi_1	1	1
conb_1	1	4
o41ai_2	1	1
nand2_1	1	1
clkdlybuf4s50_1	0	12
[layout make-up]
class	instances	area (um^2)
Fill cell	410	3080
Inverter	1	3.75
Multi-Input combinational cell	17	97.6
Sequential cell	4	60.1
Tap cell	46	57.6
Timing Repair Buffer	12	120
[logic make-up (layout without fill, tap and decap cells)]
kind of cell,after synthesis,count (layout),share of synthesized area [%]
and+or+nand+nor,7,7,24.2
AOI/OAI and AO/OA,6,6,30.8
latches,4,4,40.0
other,1,4,2.50
buffers and inverters,1,13,2.50
[power by group]
group	switching, mW	total, mW	internal [mW]	leakage, nW
sequential	0.000321	0.00375	0.00342	0.0311
combinational	0.00720	0.0211	0.0139	0.0951
clock	0	0	0	0
No activity file was given, so power comes from the tool's default toggle rates.
